$ cat flow/config.mk
export PLATFORM = sky130hd
export DESIGN_NAME = regfile
export DESIGN_NICKNAME = regfile
export VERILOG_FILES = /design/flow/design.v
export SDC_FILE = /design/flow/constraint.sdc
export NUM_CORES = 4
export LEC_CHECK = 1
export CORE_UTILIZATION = 40
$ cat flow/design.v
`timescale 1ns / 1ps
module regfile(
    input wire clock,
    input wire RegWriteW,
    input wire[4:0] A1,
    input wire[4:0] A2,
    input wire[4:0] A3,
    input wire[31:0] WD3,
    output [31:0] RD1,
    output [31:0] RD2
    );
    reg[31:0] regs[0:32-1];
     always @(posedge clock) begin
               if((RegWriteW == 1) &&(A3 != 5'b00000)) begin
                   regs[A3] <= WD3;
               end
           end
    assign RD1 = (A1 == 5'b00000)?32'h00000000:((A3 == A1) && (RegWriteW == 1'b1))?WD3:regs[A1];
    assign RD2 = (A2 == 5'b00000)?32'h00000000:((A3 == A2) && (RegWriteW == 1'b1))?WD3:regs[A2];
endmodule
$ cat flow/constraint.sdc
current_design regfile

set clk_period 6.0
set clk_io_pct 0.2

create_clock -name clk0 -period $clk_period [get_ports {clock}]

set non_clock_inputs [all_inputs -no_clocks]
set_input_delay [expr $clk_period * $clk_io_pct] -clock clk0 $non_clock_inputs
set_output_delay [expr $clk_period * $clk_io_pct] -clock clk0 [all_outputs]
$ cat flow/run.sh
#!/bin/bash
# OpenROAD 26Q1-2900-gdf79404cd8, Yosys 0.63+post, stock flow scripts
make -C /OpenROAD-flow-scripts/flow DESIGN_CONFIG=/design/flow/config.mk WORK_HOME=/design/flow/orfs finish
==> deck_impl_summary.md <==
Implementation Results

Clocking
  • Setup Fix Bufs, Post-CTS: 0
  • Inserted Clock Buffers: 103
  • Post_cts resized: 0
  • H-tree level count: 3
  • CTS root buf: clkbuf_16
  • CTS tree: built
  • Clock Sinks: 1024
  • Clock-pin slew on the worst setup and hold paths: 60 ps
  • Clk buf depth: 3
  • Hold bufs inserted after CTS: 0

Floorplanning
  • Die area: 121000 um^2
  • Vert. Die Dim: 348 um
  • Core area: 118000 um^2
  • Pre-Place Util: 40.4%
  • Die extent in x: 348 um
  • Io pins: 113
  • Cell row count: 126

Routing
  • Vias: 28.3k
  • Routed met2 length: 71800 um
  • Drt total wl: 157000 um
  • Initial DRC count: 2036
  • WL met3: 30500 um
  • DR pass1 iterations: 5
  • Drc violations: 0
  • Antenna Nets Post-Route: 0
  • Routed wire per std cell: 35.3 um
  • Top Layer Used: met5
  • Vias per cell: 6.35
  • WL met1: 47400 um

Yosys
  • EDFF count, synth: 1024
  • Post-synthesis sequential area ratio: 64.2%
  • Unique cell types: 53
  • FFs w/ async S/R, synth: 0%
  • Cell Area, Synth: 47900 um^2
  • Dominant register cell: edfxtp_1
  • Yosys Instances: 2520
  • Yosys warnings: 1
  • Cells after synthesis: 2520
  • Flops after synth: 1024
  • Avg Inst Size Synth: 19.0 um^2
  • Yosys stat chip area: 47900 um^2

Job
  • Max-Cap Viols: 0
  • Tool Warnings: 26

Power and ir drop
  • Leak: 17.9 nW
  • Pwr Density: 289 nW/um^2
  • Total Power: 0.0160 W
  • Maximum VDD drop: 189 uV

Status
  • Status: finished clean

Cells and area
  • Share of cells above drive strength 1: 30.5%
  • Top cell excl fill/tap: edfxtp_1
  • Syn-to-layout area delta: 15.9%
  • Flop area: 30700 um^2
  • Logic area: 16400 um^2
  • Fill cell count: 9594
  • Final core occ: 46.9%
  • Number of flip-flops in the largest register: 1024
  • Most instantiated logic cells after routing: edfxtp_1 (1024), mux4_2 (417), mux2i_1 (210)
  • Top flop regs: regs (1024)
  • Most flops, register: regs

Global routing
  • Vias in the first global route: 32.1k
  • Total track usage: 29.0%
  • Grt ovf: 0
  • Initial antenna violation count: 10
  • Pin count of the biggest net entering global routing: 73
  • First-pass GRT wire length: 225000 um

Critical path
  • CP max-delay cell: o31ai_1
  • Data arrival time of the critical path: 4470 ps
  • Setup CP Type: input port to primary output
  • Buf/Inv on CP: 3
  • Element type at the critical path start: input port
  • Worst Path Max Fanout: 15
  • Cells along the critical path: buf_2 -> or3_1 -> nor3_1 -> o21bai_4 -> buf_4 -> o31ai_1 -> clkdlybuf4s50_1
  • Crit path DRT: 4800 ps
  • Critical path's largest stage delay: 880 ps
  • CP delay by family, top: buffers and inverters
  • Critical Path End Type: primary output

Timing
  • Worst-Margin Slew: 1080 ps
  • Slew Limit Fails: 0
  • Final setup violation count: 0
  • Min Tclk post-route: 5670 ps
  • Final Hold Vio Count: 0
  • Hold WS: 1330 ps
  • Setup TNS: 0 ps
  • Slew headroom: 27.8%
  • Final period util: 94.4%
  • Fmax: 176 MHz
  • Post-route setup slack: 334 ps
  • RSZ-0062 raised after global routing: false

Place
  • Gp weighted congestion: 0.913
  • Setup WS pre-CTS: 333 ps
  • HPWL after detailed placement: 96700 um
  • Buffers on Ports: 112

Min path
  • Hold crit path type: input port to flip-flop
## worst paths after layout
kind  startpoint                     to  slack (ps)  depth (start not counted)
max        A2[3]                RD2[30]         330                          7
min       WD3[2]  regs[23][2]$_DFFE_PP_        1330                          1
## stage by stage
| stage | instances | area, um^2 |
|---|---|---|
| finish | 4457 | 55500 |
| global route | 4455 | 55500 |
| CTS | 4454 | 55500 |
| detailed placement | 4259 | 52100 |
| global placement | 4259 | 52100 |
| floorplan | 2551 | 48000 |
## synthesized netlist by cell type (all sizes together) (2+ instances only)
master | instances | area, um^2
nor2b | 17 | 106
o31ai | 11 | 82.6
a31oi | 6 | 37.5
inv | 2 | 7.51
a21o | 13 | 97.6
o21ai | 38 | 190
nand3 | 7 | 35.0
o311ai | 2 | 17.5
nand2 | 58 | 218
nand3b | 9 | 67.6
mux2 | 30 | 338
nand2b | 3 | 18.8
a2111oi | 26 | 234
mux4 | 417 | 9390
nor3 | 6 | 35.0
and2 | 6 | 37.5
o22ai | 41 | 257
a21oi | 41 | 205
a22oi | 81 | 608
a311oi | 5 | 43.8
or3 | 4 | 25.0
o22a | 7 | 61.3
mux2i | 210 | 2100
or3b | 7 | 61.3
nand4 | 9 | 56.3
xnor2 | 10 | 87.6
o2111ai | 7 | 61.3
edfxtp | 1024 | 30700
a211oi | 19 | 143
a221oi | 28 | 251
a22o | 48 | 420
nor2 | 74 | 278
a211o | 5 | 43.8
clkbuf | 78 | 293
or2 | 2 | 12.5
o221ai | 30 | 263
buf | 131 | 863
## report_power, final
part | internal [W] | total, W | switching (W)
clock | 0.00369 | 0.00645 | 0.00276
sequential | 0.00798 | 0.00802 | 0.0000412
combinational | 0.000688 | 0.00157 | 0.000887
total | 0.0124 | 0.0160 | 0.00369
## final cells by class
class / instances / share of cell area [%]
clock inverters: 72 / 1.15
multi-input cells: 1316 / 29.5
well taps: 1600 / 3.61
repair buffers: 317 / 5.36
inverters: 2 / 0.0135
diodes: 3 / 0.0135
flip-flops and latches: 1024 / 55.4
clock buffers: 123 / 4.93
## kinds of logic after synthesis
| kind of cell | Yosys count | share of synthesized area [%] |
|---|---|---|
| other | 1 | 0.00783 |
| buffers and inverters | 211 | 2.43 |
| AOI/OAI and AO/OA | 415 | 6.44 |
| and+or+nand+nor | 202 | 1.99 |
| muxes | 657 | 24.7 |
| xor gates and xnor gates | 10 | 0.183 |
| DFF | 1024 | 64.2 |
## routing by layer
| metal | vias to the layer above | global-route usage (%) |
|---|---|---|
| li1 | 11407 | - |
| met1 | 14180 | 31.9 |
| met2 | 2311 | 41.2 |
| met3 | 395 | 24.6 |
| met4 | 28 | 9.75 |
| met5 | - | 4.08 |
Power is estimated from default activity; no workload was simulated.
