$ cat flow/design.v
`timescale 1ns / 1ps
module access_mem(
    input wire clock,
    input MemWriteM,
    input [3:0] MemCtrlM,
    input [31:0] addr,
    input  [31:0]writeData,
    input  [31:0] data_from_sram,
    input [8:0] ExceptType_in,
    input memory_req,
    input data_sram_data_ok,
    output data_sram_wr,
    output data_sram_req,
    output  [1:0] data_sram_size,
    output  [31:0] data_sram_addr,
    output  [31:0] data_sram_wdata,
    output reg[31:0]   readData,
    output wire data_cache,
    output wire[8:0]    ExceptTypeM
    );
    wire [31:0] _readData;
    wire [31:0] zero32;
    assign zero32 =32'h00000000;
    assign _readData = (MemCtrlM == 4'b0001 && data_sram_addr[1:0] == 2'b00)?{{24{data_from_sram[7]}},data_from_sram[7:0]}:
        (MemCtrlM == 4'b0001 && data_sram_addr[1:0] == 2'b01)?{{24{data_from_sram[15]}},data_from_sram[15:8]}:
        (MemCtrlM == 4'b0001 && data_sram_addr[1:0] == 2'b10)?{{24{data_from_sram[23]}},data_from_sram[23:16]}:
        (MemCtrlM == 4'b0001 && data_sram_addr[1:0] == 2'b11)?{{24{data_from_sram[31]}},data_from_sram[31:24]}:
        (MemCtrlM == 4'b0010 && data_sram_addr[1:0] == 2'b00)?{{24{1'b0}},data_from_sram[7:0]}:
        (MemCtrlM == 4'b0010 && data_sram_addr[1:0] == 2'b01)?{{24{1'b0}},data_from_sram[15:8]}:
        (MemCtrlM == 4'b0010 && data_sram_addr[1:0] == 2'b10)?{{24{1'b0}},data_from_sram[23:16]}:
        (MemCtrlM == 4'b0010 && data_sram_addr[1:0] == 2'b11)?{{24{1'b0}},data_from_sram[31:24]}:
        (MemCtrlM == 4'b0011 && data_sram_addr[1:0] == 2'b00)?{{16{data_from_sram[15]}},data_from_sram[15:0]}:
        (MemCtrlM == 4'b0011 && data_sram_addr[1:0] == 2'b10)?{{16{data_from_sram[31]}},data_from_sram[31:16]}:
        (MemCtrlM == 4'b0100 && data_sram_addr[1:0] == 2'b00)?{{16{1'b0}},data_from_sram[15:0]}:
        (MemCtrlM == 4'b0100 && data_sram_addr[1:0] == 2'b10)?{{16{1'b0}},data_from_sram[31:16]}:
        (MemCtrlM == 4'b0101)?data_from_sram:32'h00000000;
    assign data_sram_addr = (addr[31:30] == 2'b11)?addr:(addr[31:29] == 3'b101)?(addr-32'ha0000000):(addr[31] == 1'b1)?(addr-32'h80000000):addr;
    assign data_cache     =(addr[31:30] == 2'b11)?1'b1:(addr[31:29] == 3'b101)?1'b0:(addr[31] == 1'b1)?1'b1:1'b1;
    assign data_sram_wdata = (MemCtrlM == 4'b1000)?{writeData[7:0],writeData[7:0],writeData[7:0],writeData[7:0]}:
                             (MemCtrlM == 4'b1001)?{writeData[15:0],writeData[15:0]}:
                             (MemCtrlM == 4'b1010)?writeData:
                             32'h00000000;
    assign data_sram_size = (MemCtrlM == 4'b0001 || MemCtrlM == 4'b0010 || MemCtrlM == 4'b1000) ? 2'b00 :
                            (MemCtrlM == 4'b0011 || MemCtrlM == 4'b0100 || MemCtrlM == 4'b1001) ? 2'b01 :
                            (MemCtrlM == 4'b0101 || MemCtrlM == 4'b1010) ? 2'b10 : 2'b00;
    assign data_sram_req = memory_req && (ExceptTypeM == 0);
    assign data_sram_wr = memory_req && MemWriteM && (ExceptTypeM == 0);
	assign ExceptTypeM = (((MemCtrlM == 4'b0011 || MemCtrlM == 4'b0100) && data_sram_addr[0] != 1'b0) || ((MemCtrlM == 4'b0101) && data_sram_addr[1:0]!= 2'b00))  ? (9'b000000010|ExceptType_in):
					      (((MemCtrlM == 4'b1001)&& data_sram_addr[0] != 1'b0) || ((MemCtrlM == 4'b1010) && data_sram_addr[1:0]!= 2'b00)) ? (9'b000000100|ExceptType_in):
						   ExceptType_in;
     always@(posedge clock) begin
        if(data_sram_data_ok == 1'b1) begin
            readData <= _readData;
        end else begin
            readData <= readData;
        end
     end
endmodule
$ cat flow/run.sh
#!/bin/bash
# OpenROAD 26Q1-2900-gdf79404cd8, Yosys 0.63+post, stock flow scripts
make -C /OpenROAD-flow-scripts/flow DESIGN_CONFIG=/design/flow/config.mk WORK_HOME=/design/flow/orfs finish
$ cat flow/config.mk
export PLATFORM = sky130hd
export DESIGN_NAME = access_mem
export DESIGN_NICKNAME = access_mem
export VERILOG_FILES = /design/flow/design.v
export SDC_FILE = /design/flow/constraint.sdc
export NUM_CORES = 4
export LEC_CHECK = 1
export CORE_AREA = 10 10 134 134
export DIE_AREA = 0 0 144 144
$ cat flow/constraint.sdc
current_design access_mem

set clk_period 6.1
set clk_io_pct 0.2

create_clock -name clk0 -period $clk_period [get_ports {clock}]

set non_clock_inputs [all_inputs -no_clocks]
set_input_delay [expr $clk_period * $clk_io_pct] -clock clk0 $non_clock_inputs
set_output_delay [expr $clk_period * $clk_io_pct] -clock clk0 [all_outputs]
==> impl_metrics.json <==
{
  "outcome": "complete, no violations",
  "yosys_warnings": 1,
  "worstPathMaxFanout": 22,
  "max_freq_mhz": 203,
  "slew_headroom": 0.379,
  "synth_area_mm2": 0.00316,
  "cts_resized": 0,
  "hpwl_um": 11600,
  "cts_tree": "done",
  "cts_made_buffers": 5,
  "largest_reg_flops": 32,
  "p_per_area_mw_per_mm2": 158,
  "required_ps": 4880,
  "area_growth_syn_to_layout_pct": 55.5,
  "drt_iter0_drc": 347,
  "clock-sinks": 32,
  "ant_nets": 0,
  "post-cts-setup-buffer-count": 0,
  "max_slew.worst_pin.slew_ps": 929,
  "syn_area_per_cell_um2": 8.13,
  "fin_crit_sh": 0.807,
  "edf_count": 32,
  "cp.arrival_ps": 3700,
  "final_cells": 699,
  "async_flop_share": 0,
  "grt_overflow": 0,
  "die_y_um": 144,
  "power.total_uw": 778,
  "worstSetupEndpointType": "primary output",
  "grt_max_degree": 33,
  "core_area_mm2": 0.0151,
  "place_inst": 691,
  "reg.largest.list": "readData x32",
  "drive_gt1_frac": 0.0783,
  "die-area_mm2": 0.0207,
  "grt_use_total": 0.133,
  "drc": 0,
  "port_buffers": 168,
  "cap_viol_max_count": 0,
  "firstDrtPassIters": 5,
  "warnings": 25,
  "clockRootBuffer": "clkbuf_16",
  "viasPerCell": 5.05,
  "vias": 3527,
  "grt_pass1_wl_um": 21100,
  "clkSlewWorstSetupHoldPaths_ps": 50,
  "hold_path_class": "primary input to register",
  "row_count": 45,
  "cp-start-kind": "primary input",
  "totalWireLength_um": 14500,
  "synth_cells": 389,
  "synth_flops": 32,
  "io_pins": 223,
  "ys_cells": 389,
  "whs_ps": 1730,
  "antenna_found_initial": 0,
  "rsz0062_at_grt": "no",
  "crit_type": "primary input to primary output",
  "grt_pass1_vias": 3600,
  "p_leak_uw": 0.00173,
  "synth-area-yosys_mm2": 0.00316,
  "holdBufCountCts": 0,
  "setup-violations-final": 0,
  "period_needed_ps": 4920,
  "ys_seq_frac": 0.304,
  "globalplace.congestion": 0.887,
  "diodes": 0,
  "setup_tns_ps": 0,
  "final-hold-violation-count": 0,
  "fp_util": 0.209,
  "synthFlopType": "edfxtp_1",
  "cts_max_level": 2,
  "regMostFlops": "readData",
  "wl_per_cell_um": 20.7,
  "slew_violations": 0,
  "die_w_um": 144,
  "synthDistinctLibCells": 49,
  "clock_path_buffers": 2,
  "ir_worst_vdd_mv": 0.108
}
-- report_power, final --
| part | leakage (uW) | internal, uW | switching, uW |
|---|---|---|---|
| clock | 0.0000798 | 192 | 90.8 |
| combinational | 0.00134 | 135 | 93.5 |
| sequential | 0.000305 | 263 | 4.69 |
| total | 0.00173 | 589 | 189 |
-- Yosys cell counts, types with 2 or more instances --
| cell type | n | area [um^2] |
|---|---|---|
| nand3_1 | 5 | 25.0 |
| or2_2 | 8 | 50.1 |
| and2_1 | 10 | 62.6 |
| nor2_1 | 29 | 109 |
| buf_1 | 3 | 11.3 |
| nand2_1 | 30 | 113 |
| nor3_1 | 10 | 50.1 |
| a22oi_1 | 14 | 105 |
| o211a_1 | 2 | 20.0 |
| buf_4 | 37 | 278 |
| o21ai_0 | 30 | 150 |
| nand2b_1 | 7 | 43.8 |
| inv_1 | 6 | 22.5 |
| mux2_2 | 5 | 56.3 |
| a211oi_1 | 5 | 37.5 |
| buf_6 | 3 | 33.8 |
| or3_1 | 6 | 37.5 |
| buf_2 | 7 | 35.0 |
| nor4b_1 | 2 | 17.5 |
| a221oi_1 | 12 | 105 |
| mux2i_1 | 12 | 120 |
| a2111o_1 | 2 | 22.5 |
| a221o_1 | 2 | 20.0 |
| nor2b_1 | 12 | 75.1 |
| o21a_1 | 4 | 30.0 |
| a21oi_1 | 48 | 240 |
| clkbuf_1 | 15 | 56.3 |
| o22ai_1 | 10 | 62.6 |
| edfxtp_1 | 32 | 961 |
| and3_1 | 2 | 12.5 |
-- routing by layer --
| layer | track usage | part of all wire |
|---|---|---|
| met1 | 0.164 | 0.39 |
| met2 | 0.211 | 0.45 |
| met3 | 0.0566 | 0.13 |
| met4 | 0.0333 | 0.027 |
| met5 | 0 | 0 |
-- stage by stage --
step,utilization,cell area (um^2),setup slack (ps)
finish,0.325,4920,1180
CTS,0.325,4920,1150
global placement,0.314,4750,1220
detailed placement,0.314,4750,1140
floorplan,-,3160,2600
global route,0.325,4920,970
-- path summary, 6_finish.rpt --
check	from	end	cells past startpoint
min	data_from_sram[8]	readData[8]$_DFFE_PP_	3
max	MemCtrlM[0]	data_sram_wr	7
-- cell usage in the layout, fill, tap and decap left out, types with 10 or more instances in the layout --
cell type        instances
clkdlybuf4s50_1        168
a21oi_1                 48
edfxtp_1                32
nand2_1                 30
o21ai_0                 30
nor2_1                  29
a22oi_1                 14
mux2i_1                 12
a221oi_1                12
nor2b_1                 11
buf_4                   11
and2_1                  10
nor3_1                  10
o22ai_1                 10
-- critical path, cell delays in order --
cell and delay (ps):
clkdlybuf4s50_1 1080, nand3b_1 290, o22ai_1 250, a21oi_1 110, and3_1 160, and3_1 170
clkdlybuf4s50_1 410
-- logic make-up (layout without fill, tap and decap cells) --
logic type               after synthesis  count (layout)  share of synthesized area
XOR/XNOR                               1               1                    0.00277
flip-flops                            32              32                      0.304
buffers and inverters                 71             193                      0.138
adder cells (fa/ha/maj)                1               1                    0.00395
AND/OR/NAND/NOR                      128             128                      0.206
AND-OR/OR-AND                        139             139                      0.290
multiplexers                          17              17                     0.0558
-- final cells by class --
cell class / instances / area, um^2
clock buffers: 5 / 125
clock inverters: 3 / 42.5
fillers: 1505 / 10200
inverters: 6 / 22.5
multi-input cells: 286 / 1770
flip-flops and latches: 32 / 961
well taps: 188 / 235
repair buffers: 179 / 1760
Power is estimated from default activity; no workload was simulated.
